==> flow/design.v <==
module mult17(
    input  logic        clk,
    input  logic        rst,
    input  logic        start,
    input  logic [16:0] A,
    input  logic [16:0] B,
    output logic        done,
    output logic [33:0] P
);
    logic busy;
    always_ff @(posedge clk) begin
        if (0) begin
            $display("----------------------------------------------------------------------------------");
            $display("[%0t]mult17 Input A=%0h (%0d bits), B=%0h (%0d bits)", 
                    $time, A, $bits(A), B, $bits(B));
            $display("----------------------------------------------------------------------------------");
        end
    end
    always_ff @(posedge clk or posedge rst) begin
        if (rst) begin
            P    <= 34'b0;
            done <= 0;
            busy <= 0;
        end else begin
            if (start && !busy) begin
                P    <= A * B;    
                done <= 1;        
                busy <= 1;
            end else if (!start) begin
                done <= 0;
                busy <= 0;
            end
        end
    end
endmodule
==> flow/run.sh <==
#!/bin/bash
# OpenROAD 26Q1-2900-gdf79404cd8, Yosys 0.63+post, stock flow scripts
make -C /OpenROAD-flow-scripts/flow DESIGN_CONFIG=/design/flow/config.mk WORK_HOME=/design/flow/orfs finish
==> flow/config.mk <==
export PLATFORM = sky130hd
export DESIGN_NAME = mult17
export DESIGN_NICKNAME = mult17
export VERILOG_FILES = /design/flow/design.v
export SDC_FILE = /design/flow/constraint.sdc
export NUM_CORES = 4
export LEC_CHECK = 1
export CORE_UTILIZATION = 50
==> flow/constraint.sdc <==
current_design mult17

set clk_period 3.5
set clk_io_pct 0.2

create_clock -name clk0 -period $clk_period [get_ports {clk}]

set non_clock_inputs [all_inputs -no_clocks]
set_input_delay [expr $clk_period * $clk_io_pct] -clock clk0 $non_clock_inputs
set_output_delay [expr $clk_period * $clk_io_pct] -clock clk0 [all_outputs]
==> results_dict.tcl <==
# place-and-route summary
set metrics [dict create \
    worst_clock_skew_ns 0.00325 \
    r2r-end "P[31]$_DFFE_PP0P_" \
    syn_to_final_growth_pct 43.0 \
    relSlewSlack 0.465 \
    synth_cell_types 52 \
    dr.pass1.iters 5 \
    critPathRequiredTime_ns 3.70 \
    drc 0 \
    routed_wl_um 28300 \
    ys_cells 1262 \
    ys_seq_frac 0.0800 \
    wl_per_cell_um 15.5 \
    outcome "complete, but fails checks" \
    drive_above_1_share 0.344 \
    clk_pin_slew_ns 0.05 \
    floorplan.core_util 0.516 \
    cts-root-buf "clkbuf_16" \
    yosysTopAreaCellShare 0.409 \
    adder_share 0.533 \
    warnings 28 \
    portBuffers 71 \
    r2r_start "done$_DFFE_PP0P_" \
    ff_type "dfrtp_1" \
    crit_type "input port to flop" \
    pin_count 72 \
    die_h_um 150 \
    rsz0062_at_grt "yes" \
    whs_ns 0.471 \
    antenna_found_initial 0 \
    end_kind "flop" \
    hp-start "P[0]$_DFFE_PP0P_" \
    start_kind "input port" \
    fin_crit_sh 1.71 \
    cts-hold-fix-buffers 0 \
    place_inst 1726 \
    viasPerCell 5.02 \
    xor_share 0.0176 \
    rr_worst_depth 4 \
    core_area_mm2 0.0212 \
    hold_viol 0 \
    hp-class "flop to flop" \
    min_to "P[0]$_DFFE_PP0P_" \
    synth-edff-count 0 \
    topCombFamilyByArea "adder cells" \
    routabilityCongestion 0.902 \
    grt_pass1_vias 9292 \
    timing.fmax_mhz 167 \
    fp-row-count 53 \
    ys_chip_area_mm2 0.0110 \
    critPathArrivalTime_ns 6.17 \
    aoi_share 0.0763 \
    cts_tree "built" \
    clock_latency_ns 0.28 \
    avgSynthCellArea_um2 8.68 \
    n_antenna_cell 0 \
    top_area_cell "fa_1" \
    grt_pass1_wl_um 45500 \
    fin_ws_ns -2.48 \
    stdcell_count 1831 \
    gr-total-overflow 0 \
    cap_viol_max_count 0 \
    first_iter_violations 312 \
    cts-buffers-inserted 5 \
    yosysWarningCount 1 \
    grt_use_total 0.279 \
    grt_max_degree 39 \
    hpwl_um 22100 \
    synth_simple_gate_area_share 0.177 \
    yosys-top-cells-area "fa_1, ha_1, inv_1" \
    netlist_area_mm2 0.0110 \
    min_path_cells 2 \
    slew_viol_final 0 \
    syn-instance-count 1262 \
    ys.flops 35 \
    violations "setup timing" \
    cts.sinks 35 \
    reg2reg_setup_slack_ns 1.78 \
    die_w_um 150 \
    htree_levels 2 \
    async_flop_share 1.00 \
    crit_fanout 4 \
    fin_crit_ns 5.98 \
    worst_slew_pin_slew_ns 0.801 \
    fp.dieArea_mm2 0.0225 \
    cts_buffer_depth 2 \
    vias 9200 \
    synthMuxAreaShare 0 \
    postRouteAntennaNets 0 \
    final-setup-viol-count 29 \
]
synth_stat cells (6+ instances only):
cell,n
clkbuf_1,48
fa_1,224
dfrtp_1,35
nand2_1,229
and2_1,124
nand3_1,8
xnor2_1,14
xor2_1,8
a21oi_1,30
inv_1,289
a21o_1,15
ha_1,108
o21ai_0,31
o21a_1,6
nor2_1,19
sequential cells by signal (all words and copies together), names as in the netlist:
name / cells
done: 1
P: 34
repair_timing:
action | 4_1_cts | 5_1_grt
gates resized | 299 | 190
setup endpoints to repair | 30 | 29
pin swaps | 126 | 123
buffers inserted | 54 | 44
cloned | 7 | 0
logic make-up (layout without fill, tap and decap cells):
logic type,after synthesis,after routing
flip-flops,35,35
AND-OR/OR-AND,124,124
adder cells (fa/ha/maj),332,332
XOR/XNOR,22,22
AND/OR/NAND/NOR,409,409
buffers and inverters,340,634
placed cells by master, fill, tap and decap left out, types with 6 or more instances in the layout:
cell / n
a21o_1: 15
a21oi_1: 10
a21oi_2: 9
a21oi_4: 12
and2_1: 93
and2_4: 30
buf_12: 18
buf_2: 10
buf_4: 166
buf_6: 83
buf_8: 9
clkbuf_2: 6
clkdlybuf4s50_1: 38
dfrtp_1: 35
fa_1: 205
fa_2: 19
ha_1: 85
ha_4: 20
inv_1: 245
inv_2: 44
nand2_1: 201
nand2_2: 18
nand2_4: 13
nand3_1: 6
nor2_1: 10
o21ai_1: 22
o21ai_2: 7
xnor2_1: 7
xnor2_2: 7
worst max-delay path, cell delays in order:
cell,delay (ns)
buf_6,0.09
buf_6,0.11
buf_6,0.12
and2_4,0.13
fa_1,0.49
inv_2,0.04
fa_2,0.53
inv_2,0.04
fa_1,0.57
fa_2,0.46
fa_1,0.51
inv_1,0.05
fa_1,0.51
inv_2,0.04
ha_4,0.29
nand2_4,0.07
nor3_4,0.25
o211ai_1,0.20
a311oi_2,0.34
buf_4,0.18
o2111ai_4,0.10
a21o_1,0.20
a31oi_1,0.15
cell type report:
cell class | instances | area (um2)
well taps | 275 | 344
fillers | 1503 | 5560
repair buffers | 337 | 3300
clock buffers | 8 | 156
inverters | 289 | 1080
multi-input cells | 887 | 9900
flip-flops and latches | 35 | 876
per-stage QoR:
step | utilization | setup TNS [ns] | cell area [um2] | setup WS (ns)
after global placement | 0.636 | -76.27 | 13500 | -3.18
after floorplan | - | -45.50 | 11500 | -2.18
final | 0.738 | -54.40 | 15700 | -2.48
after detailed placement | 0.636 | -76.55 | 13500 | -3.15
after global routing | 0.738 | -59.04 | 15700 | -2.72
after CTS | 0.698 | -54.73 | 14800 | -2.45
per-layer routing:
| metal | routed length, um | part of all wire | global-route usage |
|---|---|---|---|
| met1 | 11500 | 0.41 | 0.406 |
| met2 | 14400 | 0.51 | 0.453 |
| met3 | 2110 | 0.075 | 0.0842 |
| met4 | 197 | 0.0070 | 0.0222 |
| met5 | 37 | 0.0013 | 0.0159 |
how the worst max path moves through the flow:
stage | to | depth (start not counted) | start
4_1_cts | P[33]$_DFFE_PP0P_ | 23 | B[6]
5_1_grt | P[33]$_DFFE_PP0P_ | 23 | A[11]
6_report | P[33]$_DFFE_PP0P_ | 23 | A[11]
