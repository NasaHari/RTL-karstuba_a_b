==> /design/flow/design.v <==
module karatsuba32 (
    input  logic        clk,
    input  logic        rst,
    input  logic        start,
    input  logic [31:0] A,
    input  logic [31:0] B,
    output logic [63:0] P,
    output logic        valid_out
);
    logic [15:0] A_hi, A_lo, B_hi, B_lo;
    logic [31:0] z0, z1, z2;
    logic d0, d1, d2;
    logic start_m0, start_m1, start_m2;
    assign A_hi = A[31:16];
    assign A_lo = A[15:0];
    assign B_hi = B[31:16];
    assign B_lo = B[15:0];
    mult16 m0 (.clk(clk), .rst(rst), .start(start_m0), .A(A_lo), .B(B_lo), .P(z0), .done(d0));
    mult16 m1 (.clk(clk), .rst(rst), .start(start_m1), .A(A_hi), .B(B_hi), .P(z1), .done(d1));
    mult16 m2 (.clk(clk), .rst(rst), .start(start_m2), .A(A_lo + A_hi), .B(B_lo + B_hi), .P(z2), .done(d2));
    typedef enum logic [2:0] {
        IDLE,
        START_P0, WAIT_P0,
        START_P1, WAIT_P1,
        START_P2, WAIT_P2,
        COMBINE
    } state_t;
    state_t state;
    logic [63:0] P_reg;
    assign P = P_reg;
    logic valid_reg;
    assign valid_out = valid_reg;
    always_ff @(posedge clk or posedge rst) begin
        if (rst) begin
            state <= IDLE;
            P_reg <= 0;
            valid_reg <= 0;
            start_m0 <= 0;
            start_m1 <= 0;
            start_m2 <= 0;
        end else begin
            start_m0 <= 0;
            start_m1 <= 0;
            start_m2 <= 0;
            valid_reg <= 0;
            case(state)
                IDLE: begin
                    if (start) state <= START_P0;
                end
                START_P0: begin
                    start_m0 <= 1;
                    state <= WAIT_P0;
                end
                WAIT_P0: begin
                    if (d0) state <= START_P1;
                end
                START_P1: begin
                    start_m1 <= 1;
                    state <= WAIT_P1;
                end
                WAIT_P1: begin
                    if (d1) state <= START_P2;
                end
                START_P2: begin
                    start_m2 <= 1;
                    state <= WAIT_P2;
                end
                WAIT_P2: begin
                    if (d2) state <= COMBINE;
                end
COMBINE: begin
    logic [63:0] z0_ext, z1_ext, z2_ext, mid_term;
    z0_ext = {32'b0, z0};
    z1_ext = {32'b0, z1};
    z2_ext = {32'b0, z2};
    mid_term = z2_ext - z1_ext - z0_ext;
    P_reg <= (z1_ext << 32) + (mid_term << 16) + z0_ext;
    valid_reg <= 1;
    state <= IDLE;
end
            endcase
        end
    end
endmodule
module mult16(
    input  logic        clk,
    input  logic        rst,
    input  logic        start,
    input  logic [15:0] A,
    input  logic [15:0] B,
    output logic        done,
    output logic [31:0] P
);
    logic busy;
    always_ff @(posedge clk or posedge rst) begin
        if (rst) begin
            P    <= 32'b0;
            done <= 0;
            busy <= 0;
        end else begin
            if (start && !busy) begin
                P    <= A * B;
                done <= 1;     
                busy <= 1;
            end else if (!start) begin
                done <= 0;
                busy <= 0;
            end
        end
    end
endmodule
==> /design/flow/run.sh <==
#!/bin/bash
# OpenROAD 26Q1-2900-gdf79404cd8, Yosys 0.63+post, stock flow scripts
make -C /OpenROAD-flow-scripts/flow DESIGN_CONFIG=/design/flow/config.mk WORK_HOME=/design/flow/orfs finish
==> /design/flow/config.mk <==
export PLATFORM = sky130hd
export DESIGN_NAME = karatsuba32
export DESIGN_NICKNAME = karatsuba32
export VERILOG_FILES = /design/flow/design.v
export SDC_FILE = /design/flow/constraint.sdc
export NUM_CORES = 4
export LEC_CHECK = 1
export CORE_UTILIZATION = 40
==> /design/flow/constraint.sdc <==
current_design karatsuba32

set clk_period 14.6
set clk_io_pct 0.2

create_clock -name clk0 -period $clk_period [get_ports {clk}]

set non_clock_inputs [all_inputs -no_clocks]
set_input_delay [expr $clk_period * $clk_io_pct] -clock clk0 $non_clock_inputs
set_output_delay [expr $clk_period * $clk_io_pct] -clock clk0 [all_outputs]
==> flow.log <==
[flow] final metrics
INFO  metric grt_max_degree = 68
INFO  metric clkSlewWorstSetupHoldPaths = 0.07 ns
INFO  metric drt-total-wl = 98200 µm
INFO  metric finalHoldWorstSlack = 0.3840 ns
INFO  metric critPathBufInv = 4
INFO  metric hpwl = 80320 µm
INFO  metric drt_first_pass_iters = 6
INFO  metric vias = 28135
INFO  metric detail_route.iter0.violations = 1336
INFO  metric post-route-drc-count = 0
INFO  metric openroad.warnings = 25
INFO  metric number_of_distinct_library_cells_after_synthesis = 81
INFO  metric ys_cells = 4281
INFO  metric die_area = 95630 µm²
INFO  metric critPathMostFrequentCell = fa_1
INFO  metric synthesized_area_per_cell = 8.820 µm²
INFO  metric overflow_left_after_global_routing = 0
INFO  metric avg_vias_per_cell = 4.966
INFO  metric synthArstFlopShare = 1.000
INFO  metric max_cap_viol_count = 0
INFO  metric delay_of_the_slowest_cell_on_the_worst_path = 0.79 ns
INFO  metric floorplan.core_area = 93470 µm²
INFO  metric enable_flop_cells = 0
INFO  metric portBuffers = 131
INFO  metric chipWidth = 309.2 µm
INFO  metric resize_count_post_cts = 0
INFO  metric yosys.area.top_type_share = 0.3112
INFO  metric mappedNetlistArea = 37760 µm²
INFO  metric yosys_register_bits = 175
INFO  metric post-route-period-util = 0.7895
INFO  metric timing.critical_path.from_type = input pin
INFO  metric first_pass_grt_wire_length = 161200 µm
INFO  metric final_layout_size_suffix_gt1_frac = 0.05533
INFO  metric fin_worst_skew = 0.01723 ns
INFO  metric gr-usage-all-layers = 0.2272
INFO  metric initial_utilization = 0.4040
INFO  metric ctsHoldBuffers = 0
INFO  metric htreeDepth = 4
INFO  metric max_slew.worst_pin.slew = 0.8439 ns
INFO  metric fmax = 0.08675 GHz
INFO  metric clkSinkCount = 175
INFO  metric place_congestion = 0.9619
INFO  metric most_common_cell = inv_1
INFO  metric worst_slew_margin_rel = 0.4334
INFO  metric clock_latency = 0.46 ns
INFO  metric timing_max_transition_violations_final = 0
INFO  metric crit_family = adder cells
INFO  metric timing_hold_violations_final = 0
INFO  metric criticalPathCategory = input pin to register
INFO  metric cts_made_buffers = 17
INFO  metric critical_path_required = 14.96 ns
INFO  metric rsz0062_at_grt = no
INFO  metric routed_wire_length_per_instance = 17.33 µm
INFO  metric yosys_warnings = 2
INFO  metric ys.flop_type = dfrtp_1
INFO  metric flip_flop_count_of_the_largest_register_after_layout = 64
INFO  metric ys_area = 37760 µm²
INFO  metric run_status = complete, no violations
INFO  metric placement_rows = 112
INFO  metric top_cells_by_area = fa_1 (31%), ha_1 (15%), dfrtp_1 (12%), inv_1 (7.8%), nand2_1 (6.4%)
INFO  metric clock_path_buffers = 2
INFO  metric crit_path_top_delay_cell = clkdlybuf4s50_1
INFO  metric synth.yosys.seq_area_share = 0.1160
INFO  metric crit_path_end_kind = register
INFO  metric timing.critical_path.fanout_max = 17
INFO  metric fin_setup_tns = 0 ns
INFO  metric post-route-min-period = 11.53 ns
INFO  metric vias_in_the_first_global_route = 29503
INFO  metric route.antenna.remaining_nets = 0
INFO  metric clock_tree_from_tritoncts = built
INFO  metric boundaryPins = 132
INFO  metric root_buffer = clkbuf_16
INFO  metric synthCells = 4281
INFO  metric synth.top_cells.by_count = inv_1 (787), nand2_1 (647), fa_1 (587)
INFO  metric finalSetupViolCount = 0
INFO  metric synthDominantAreaCellType = fa_1
INFO  metric timing.critical_path.arrival = 11.89 ns
INFO  metric cts_setup_buffers = 0
INFO  metric areaGrowthSynthToFinish = 9.809%
INFO  metric antenna_found_initial = 5
INFO  metric hold_path.class = register to register
INFO  metric fp.dieH = 309.2 µm
## per-layer routing
layer	track usage	share of wire
met5	0	0
met4	0.03914	0.020
met3	0.09578	0.10
met2	0.3342	0.43
met1	0.3274	0.45
## through the flow
step / setup slack (ns) / cell area [µm²] / std cells / utilization
after CTS: 3.071 / 41460 / 5664 / 0.4435
after global placement: 2.689 / 40870 / 5632 / 0.4372
final: 3.073 / 41460 / 5666 / 0.4436
after detailed placement: 2.584 / 40870 / 5632 / 0.4372
after floorplan: 3.544 / 37760 / 4281 / -
after global routing: 2.440 / 41460 / 5666 / 0.4436
## worst paths after layout
check / start / to / slack, ns / cells after the start
min in group asynchronous: rst / P_reg[59] / 2.95 / 2
worst min-delay path: state[5] / start_m2 / 0.38 / 0
worst max register to register: m1.P[0] / P_reg[63] / 6.72 / 34
worst max-delay path: B[0] / m2.P[28] / 3.07 / 33
max in group asynchronous: rst / m0.P[7] / 10.47 / 3
worst min register to register: state[5] / start_m2 / 0.38 / 0
## kinds of logic after synthesis
family / synth area share
XOR/XNOR: 0.05024
AND/OR/NAND/NOR: 0.1533
AND-OR/OR-AND: 0.1066
flip-flops: 0.1160
adder cells (fa/ha/maj): 0.4613
buffers and inverters: 0.09136
multiplexers: 0.02114
## layout by cell type (no fill, tap or decap), types with 7 or more instances in the layout
master | netlist | layout
inv_1 | 787 | 786
nand2_1 | 647 | 644
fa_1 | 587 | 587
ha_1 | 453 | 453
and2_1 | 250 | 250
dfrtp_1 | 174 | 173
a21oi_1 | 168 | 168
o21ai_0 | 150 | 150
nor2_1 | 132 | 132
xnor2_1 | 132 | 131
clkdlybuf4s50_1 | 0 | 131
a21o_1 | 99 | 99
buf_4 | 1 | 94
xor2_1 | 82 | 82
mux2_2 | 70 | 70
nor3_1 | 33 | 33
o21bai_1 | 32 | 32
nand3_1 | 31 | 31
nor2b_1 | 30 | 30
nand2b_1 | 29 | 29
a211oi_1 | 23 | 23
o21a_1 | 21 | 21
and3_1 | 20 | 20
nand4_1 | 19 | 19
a31oi_1 | 19 | 19
clkbuf_16 | 0 | 17
o211ai_1 | 14 | 14
or2_2 | 14 | 14
or3_1 | 12 | 12
a211o_1 | 10 | 10
o21ai_1 | 10 | 10
o31ai_1 | 10 | 10
a21oi_2 | 7 | 7
## cell type report
type	instances	area, µm²
diodes	2	5.005
multi-input cells	3191	29940
flip-flops and latches	175	4382
clock inverters	13	143.9
repair buffers	225	2017
fillers	9162	52010
inverters	787	2959
well taps	1254	1569
clock buffers	19	442.9
